==> flow/run.sh <==
#!/bin/bash
# OpenROAD 26Q1-2900-gdf79404cd8, Yosys 0.63+post, stock flow scripts
make -C /OpenROAD-flow-scripts/flow DESIGN_CONFIG=/design/flow/config.mk WORK_HOME=/design/flow/orfs finish
==> flow/config.mk <==
export PLATFORM = sky130hd
export DESIGN_NAME = v_count
export DESIGN_NICKNAME = v_count
export VERILOG_FILES = /design/flow/design.v
export SDC_FILE = /design/flow/constraint.sdc
export NUM_CORES = 4
export LEC_CHECK = 1
export CORE_AREA = 10 10 70 70
export DIE_AREA = 0 0 80 80
==> flow/constraint.sdc <==
current_design v_count

set clk_period 2.1
set clk_io_pct 0.2

create_clock -name clk0 -period $clk_period [get_ports {clk}]

set non_clock_inputs [all_inputs -no_clocks]
set_input_delay [expr $clk_period * $clk_io_pct] -clock clk0 $non_clock_inputs
set_output_delay [expr $clk_period * $clk_io_pct] -clock clk0 [all_outputs]
==> flow/design.v <==
module v_count(clk,v_count,enable_v);
  input clk;
  output [9:0] v_count;
  input enable_v;
  reg [9:0] v_count;
  initial v_count=0;
   always @(posedge clk)
  begin
    if (enable_v==1)  
      begin
        if (v_count <= 523)  
   			begin
     			v_count <= v_count +1;
    		end
      else
        begin
        	v_count <= 0;
      	end
  	end
  end
endmodule
==> summary.txt <==
Status -> finished, final reports clean
Commonest flop -> edfxtp_1
CP cell instances -> clkdlybuf4s50_1
# rows -> 21
Worst Max-Slew Pin Slew -> 0.4669 ns
Core area -> 0.003416 mm2
Vias/cell -> 3.738
Gr ovfl total -> 0
Fp_density -> 0.1524
Setup TNS -> 0 ns
Routed WL -> 1151 um
Top reg by flops -> v_count
Initial antenna violation count -> 0
Layout area overhead -> 36.54%
Number of global-route vias before repair -> 394
Post-CTS Resized -> 0
Area leader share -> 0.5769
Number of flip-flops in the largest register -> 10
Post-placement cell count -> 103
Max_slew headroom -> 0.6877
Met3 GRT Util -> 0.02841
DR DRC count -> 0
Crit Path Category -> flip-flop to primary output
Biggest area consumer among synthesized cells -> edfxtp_1
Async S/R FF share, synth -> 0
Final Hold Vio Count -> 0
Proportion of layout cells with a drive suffix above 1 -> 0.06557
Busiest grt layer -> met1
CP endpoint kind -> primary output
IO Count -> 12
Via count -> 400
CP max-delay cell -> clkdlybuf4s50_1
Router iterations before antenna repair -> 4
CP Launch Type -> flip-flop
CTS tree -> done
Power Dens Cells -> 643.5 mW/mm2
Worst EP arrival -> 1.28 ns
Synth warn -> 1
RSZ-0062 raised after global routing -> false
Worst-path clk slew -> 0.07 ns
Die Wd -> 80 um
Final GP Congestion -> 0.8438
Synth top area cells -> edfxtp_1 58%, or3_1 4.8%, a21oi_1 3.8%, nand3_1 3.8%, o21ai_0 3.8%
Post-CTS setup buffer count -> 0
Vert. Die Dim -> 80 um
GR Layer Usage met1 -> 0.05270
Syn Inst Count -> 47
Fin crit share -> 0.8104
Registers, synthesis -> 10
CTS sink cnt -> 10
Crit Path Max Fanout -> 8
CTS Buf Count -> 3
Area figure in the yosys stat output -> 520.5 um2
Ant. Diodes -> 0
Worst Path Buf+Inv -> 1
Final Setup Violations -> 0
Fmax -> 0.5876 GHz
Late-Pin Clk Latency -> 0.27 ns
Reg2Reg Setup Slack -> 0.43 ns
Cts hold-fix bufs -> 0
Seq share, synth -> 0.5769
Antenna Nets Post-Route -> 0
Routed WL per cell -> 10.76 um
IO Port Bufs -> 11
First-pass GRT wire length -> 1966 um
Met2 Use GR -> 0.04896
Avg Cell Area, Syn -> 11.07 um2
Root Buffer -> clkbuf_4
Critical path's top delay family -> buffers and inverters
Min Clock Period, post-route -> 1.702 ns
DR iter-0 viols -> 10
Final Non-Filler Cells -> 107
HP Class -> flip-flop to flip-flop
GRT Util Overall -> 0.03853
Max VDD drop -> 0.2454 mV
Synth unique cells -> 20
Cell area after synthesis -> 520.5 um2
Fin Clk Skew -> 0.005289 ns
Max-cap viol count -> 0
Slew Viols, Final -> 0
OpenROAD warnings -> 25
H-tree Lvls -> 1
Critical path data required time -> 1.68 ns
Leak -> 0.2212 nW
Biggest regs -> v_count: 10 flops
Die area -> 0.006400 mm2
EDFF count, synth -> 10
Max clock buf depth -> 2
Crit path largest cell delay -> 0.52 ns
Cells in synth_stat.txt -> 47
Pin count of the biggest net entering global routing -> 11
-- metrics by stage --
| step | worst slack [ns] | util | hold WS (ns) | cell area, um2 | power (W) |
|---|---|---|---|---|---|
| floorplan | 0.5903 | - | 0.5325 | 520.5 | 0.0002845 |
| global placement | 0.4740 | 0.2004 | 0.6584 | 684.4 | 0.0003276 |
| detailed placement | 0.4772 | 0.2004 | 0.6526 | 684.4 | 0.0003269 |
| global route | 0.3084 | 0.2081 | 0.6856 | 710.7 | 0.0004921 |
| finish | 0.3981 | 0.2081 | 0.6672 | 710.7 | 0.0004573 |
| CTS | 0.3730 | 0.2081 | 0.6581 | 710.7 | 0.0004651 |
-- report_power, final --
group	internal [W]	switching [W]	leakage (nW)	total, W
Combinational	0.0000389	0.0000217	0.104	0.0000606
Sequential	0.000239	0.0000221	0.101	0.000261
Clock	0.0000687	0.0000667	0.0154	0.000135
-- layout by cell type, fill, tap and decap left out, drive strengths merged, types with 2 or more instances in the layout --
cell,Yosys,routed
clkdlybuf4s50,0,11
edfxtp,10,10
nor2,5,5
nand3,4,4
o21ai,4,4
or3,4,4
a21oi,4,4
clkbuf,1,3
nand4,2,2
xor2,2,2
-- per-layer routing --
metal  wire length [um]  vias up
met3                155        2
met2                414       14
met5                  0        -
met1                572      176
li1                   -      208
met4                  8        0
-- final cells by class --
type	instances	area (um2)
Clock inverter	1	3.754
Inverter	1	3.754
Fill cell	390	2705
Tap cell	46	57.56
Multi-Input combinational cell	35	212.7
Sequential cell	10	300.3
Clock buffer	3	22.52
Timing Repair Buffer	11	110.1
-- Yosys cell counts (2+ instances only) --
cell      instances
a21oi_1           4
edfxtp_1         10
nand3_1           4
nand4_1           2
nor2_1            5
o21ai_0           4
or3_1             4
xor2_1            2
-- worst paths after layout --
path	startpoint	to	cells after the start
worst max-delay path	v_count[2]	v_count[2]	1
worst max register to register	v_count[4]	v_count[5]	3
worst min register to register	v_count[0]	v_count[0]	1
worst min-delay path	v_count[0]	v_count[0]	1
-- cells by family after synthesis --
| kind of cell | Yosys count | share of synthesized area |
|---|---|---|
| compound gates | 10 | 0.1106 |
| xor+xnor | 3 | 0.05049 |
| fa+ha+maj | 1 | 0.02403 |
| buf+inv | 2 | 0.01441 |
| flops | 10 | 0.5769 |
| simple gates | 21 | 0.2236 |
Power and IR drop assume default switching activity.
