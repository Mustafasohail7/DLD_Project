===== ./run.sh =====
#!/bin/bash
# OpenROAD 26Q1-2900-gdf79404cd8, Yosys 0.63+post, stock flow scripts
make -C /OpenROAD-flow-scripts/flow DESIGN_CONFIG=/design/flow/config.mk WORK_HOME=/design/flow/orfs finish

===== ./config.mk =====
export PLATFORM = sky130hd
export DESIGN_NAME = pixel_gen
export DESIGN_NICKNAME = pixel_gen
export VERILOG_FILES = /design/flow/design.v
export SDC_FILE = /design/flow/constraint.sdc
export NUM_CORES = 4
export LEC_CHECK = 1
export CORE_AREA = 10 10 91 91
export DIE_AREA = 0 0 101 101

===== ./constraint.sdc =====
current_design pixel_gen

set clk_period 2.4
set clk_io_pct 0.2

create_clock -name clk0 -period $clk_period [get_ports {clk_div}]

set non_clock_inputs [all_inputs -no_clocks]
set_input_delay [expr $clk_period * $clk_io_pct] -clock clk0 $non_clock_inputs
set_output_delay [expr $clk_period * $clk_io_pct] -clock clk0 [all_outputs]

===== ./design.v =====
module pixel_gen(
  input [9:0] pixel_x,
  input [9:0] pixel_y,
  input clk_div,
  input video_on,
  input [9:0] object_x,
  input [9:0] obstacle_y,
  output reg [3:0] red = 0,
  output reg [3:0] blue = 0,
  output reg [3:0] green = 0
);
    always @(posedge clk_div) begin
  if (((pixel_y>=280)&&(pixel_y<380))&&((pixel_x>=object_x)&&(pixel_x<(object_x+40)))) begin
    red   <= 4'h0;
    green <= 4'h0;
    blue  <= 4'hF;
    end
  else if (((pixel_y>=obstacle_y)&&(pixel_y<(obstacle_y+50)))&&((pixel_x>=280)&&(pixel_x<360))) begin
    red   <= 4'hF;
    green <= 4'h0;
    blue  <= 4'h0;
    end
  else if (((pixel_x>=200)&&(pixel_x<220))||((pixel_x>=420)&&(pixel_x<440))) begin
    red   <= 4'hF;
    green <= 4'hF;
    blue  <= 4'h0;
    end
  else begin
    red   <= 4'h8;
    green <= 4'h8;
    blue  <= 4'h8;
    end
    end
endmodule

==> CHANGELOG.md <==
### Implementation results

- Slew Viols, Final: 0
- Final WS setup: 0.0700 ns
- Synth flops: 6
- Setup_tns: 0 ns
- Clock sink count: 6
- Largest net degree at the start of global routing: 7
- IO Pins: 54
- Post-synth mux share: 0%
- Setup crit end kind: flop
- Simple-Gate Fraction of Synth Area: 14.8%
- CTS tree: yes
- Critical Path Max Stage Delay: 0.45 ns
- H-tree depth: 1
- Critical path launch point type: primary input
- Pre-CTS WS: -0.615 ns
- Synth warn: 1
- Clk slew on worst S/H paths: 0.03 ns
- Fin. Hold Viols: 0
- Post-Synth AOI/OAI Area: 25.4%
- Log Warnings: 29
- Max FO, Critical Path: 6
- Worst Path Required: 2.50 ns
- Cell count after synthesis: 171
- Critical path buffer and inverter count: 2
- Static Leak: 1.14 nW
- XOR/XNOR Area Share: 7.56%
- I/O Buffers: 52
- Unrepaired setup endpoints after global routing: true
- Slowest cell on the critical path: clkdlybuf4s50_1
- Max clock buf depth: 2
- GRT Total Usage: 7.06%
- Total CTS buffers: 3
- Number of enable flip-flop cells: 0
- Non-filler instance count after layout: 335
- DRC: 0
- Initial DRT Pass Iterations: 3
- Post-synth cell types: 39
- Post-Route WL: 3.79 mm
- Vias in the first global route: 1465
- Class of the worst hold path: primary input to flop
- Yosys stat area: 1390 sq um
- Dominant Register Cell: dfxtp_1
- Total gr overflow: 0
- DIE HEIGHT: 101 um
- Iteration-0 DRC Markers: 25
- Init Core Util: 21.9%
- Power Total: 0.639 mW
- Outcome: completed
- Initial antenna violation count: 0
- FP Rows: 29
- Max Clk Rate: 0.429 GHz
- Worst hold stages: 6
- Synthesized cell area: 1390 sq um
- Die area: 10200 sq um
- Vias: 1483
- Worst vdd ir: 0.000160 V
- Post-synthesis sequential area ratio: 8.64%
- ANT nets after route: 0
- Fin crit share: 97.1%
- Crit-path cells: clkdlybuf4s50_1, inv_1, ha_1, nand2b_1, a211oi_2, o21ai_1, a221o_1, a32o_1
- Routed vias/inst: 4.43
- WHS: 1.00 ns
- Mean Syn Cell Area: 8.13 sq um
- Core Area: 6350 sq um
- Top non-seq family: adder cells
- Die Width: 101 um
- # Cells Yosys: 171
- Dpl cells: 328
- Layout cells sized above 1: 23.6%
- Synth Area in Adders: 34.2%
- Worst path top cell family by delay: AND-OR/OR-AND gates
- Slew @ Worst Pin: 0.348 ns
- Post-synth ARST share: 0%
- Detailed Place HPWL: 3.45 mm
- Rel. slew slack: 76.5%
- Critical path type: primary input to flop
- CP arrival: 2.43 ns
- Tmin final: 2.33 ns
- Layout area overhead: 68.9%
- Maxcap violations: 0
- Pwr Density: 272 nW/um^2
- CTS hold repair buffers: 0
- Antenna diode count: 0
- Final setup vio count: 0
- Worst path depth: 8
- Root buf cell: clkbuf_8
- Final Wtd Congestion: 0.798
- First-pass GRT wire length: 6.26 mm
- Avg WL per Cell: 11.3 um
repair_timing:
action,in CTS,in global routing
gates resized,38,12
setup buffers,3,1
pin swaps,12,20
setup endpoints to repair,6,6
area by class of cell:
class / instances / area, sq um
timing repair buffer: 90 / 805
tap: 77 / 96.3
fill: 613 / 4000
multi-input combinational: 136 / 1200
inverter: 23 / 86.3
clock buffer: 3 / 41.3
sequential: 6 / 120
flip-flops by register name, indices dropped and copies added (netlist names):
signal and cells:
red 2, green 2, blue 2
per-layer routing:
metal | wire (um) | global-route usage [%] | up-vias
li1 | - | - | 809
met1 | 1890 | 9.81 | 640
met2 | 1620 | 11.3 | 34
met3 | 283 | 1.66 | 0
met4 | 0 | 0.536 | 0
met5 | 0 | 0 | -
logic make-up after synthesis:
logic type                 after synthesis
AOI/OAI and AO/OA                       48
adders and majority gates               38
and+or+nand+nor                         38
buffers and inverters                   29
xor gates and xnor gates                12
DFF                                      6
synth_stat cells (all sizes together) (5+ instances only):
cell   number  share of area (%)
nor2        6                1.6
dfxtp       6                8.6
nand2       8                2.2
a21oi       7                2.5
a21o        7                3.8
nor2b       5                2.3
buf         6                3.2
ha         38                 34
inv        23                6.2
xnor2      11                6.9
o21ai       7                2.5
where the power goes:
part | leakage (nW) | switching [mW] | internal, mW
Clock | 0.0216 | 0.0372 | 0.107
Combinational | 1.07 | 0.166 | 0.223
Sequential | 0.0488 | 0.00150 | 0.104
cell usage in the layout (no fill, tap or decap), types with 3 or more instances in the layout:
cell type,instances
a21oi_1,4
ha_1,36
inv_1,21
nand2_1,8
clkdlybuf4s50_1,39
nand4_1,3
dlygate4sd2_1,5
dfxtp_1,6
nor2_1,6
nand2b_1,3
a21oi_2,3
o211ai_1,3
dlymetal6s2s_1,3
buf_4,38
o21ai_0,3
nand3_1,4
xnor2_1,10
clkbuf_8,3
nor2b_1,5
a21o_1,7
a31oi_1,4
o21ai_1,3
path summary, 6_finish.rpt:
check	endpoint	startpoint	slack, ns
hold / removal	red[3]	object_x[7]	1.00
setup / recovery	blue[3]	pixel_x[0]	0.07
through the flow:
stage	cell area, sq um	utilization [%]
5_1_grt	2350	37.0
3_3_place_gp	2220	35.0
2_1_floorplan	1390	-
3_5_place_dp	2220	35.0
4_1_cts	2310	36.3
6_report	2350	37.0
Power is estimated from default activity; no workload was simulated.
