`flow/run.sh`:
```
#!/bin/bash
# OpenROAD 26Q1-2900-gdf79404cd8, Yosys 0.63+post, stock flow scripts
make -C /OpenROAD-flow-scripts/flow DESIGN_CONFIG=/design/flow/config.mk WORK_HOME=/design/flow/orfs finish
```
`flow/design.v`:
```
module h_count(count,trig_v,clk);
  input clk;
  output trig_v;
  reg trig_v;  
  output [9:0] count;
  reg [9:0] count;
  initial  
    begin
    count=0;
    trig_v = 1'b1;
    end
  always @ (posedge clk)  
  	begin
      if (count <= 798)
        begin
          if (count == 798)
            begin
              trig_v <= 1'b1;
              count <= count + 1;
            end
          else
            begin
            	count <= count + 1;
            	trig_v <=  1'b0;
            end  
        end
      else
        begin
        	count <= 0;
        	trig_v <= 1'b0;
        end
    end
endmodule
```
`flow/config.mk`:
```
export PLATFORM = sky130hd
export DESIGN_NAME = h_count
export DESIGN_NICKNAME = h_count
export VERILOG_FILES = /design/flow/design.v
export SDC_FILE = /design/flow/constraint.sdc
export NUM_CORES = 4
export LEC_CHECK = 1
export CORE_AREA = 10 10 70 70
export DIE_AREA = 0 0 80 80
```
`flow/constraint.sdc`:
```
current_design h_count

set clk_period 2.7
set clk_io_pct 0.2

create_clock -name clk0 -period $clk_period [get_ports {clk}]

set non_clock_inputs [all_inputs -no_clocks]
set_input_delay [expr $clk_period * $clk_io_pct] -clock clk0 $non_clock_inputs
set_output_delay [expr $clk_period * $clk_io_pct] -clock clk0 [all_outputs]
```
==> results.sh <==
# yosys + openroad results
export IMPL_ys_warn_count=1
export IMPL_ys_async_sr_fraction=0
export IMPL_common_cells="dfxtp_1, a21oi_1, nand2_1"
export IMPL_syn_area_um2=480
export IMPL_wire_per_inst_um=9.53
export IMPL_clockBufferDepth=2
export IMPL_hpwl_um=818
export IMPL_grt_pass1_vias=363
export IMPL_cpPeakStageDelay_ns=0.51
export IMPL_layout_drive_gt1_share=0.108
export IMPL_rows=21
export IMPL_antenna_found_initial=0
export IMPL_finalHoldViolations=0
export IMPL_openroad_warnings=26
export IMPL_cp_max_fo=6
export IMPL_pin_count=12
export IMPL_wirelength_um=1060
export IMPL_antenna_cells=0
export IMPL_critPathBufInv=1
export IMPL_period_used=0.652
export IMPL_ys_cells=51
export IMPL_rsz0062_at_grt="no"
export IMPL_yosysTopAreaCell="dfxtp_1"
export IMPL_via_per_inst=3.72
export IMPL_synth_flop_count=11
export IMPL_crit_arrival_ns=1.22
export IMPL_clock_sinks=11
export IMPL_ys_types=25
export IMPL_comb_area_um2=253
export IMPL_worstSetupStartpoint="count[2]"
export IMPL_start_kind="flop"
export IMPL_period_minus_slack_ns=1.76
export IMPL_core_area_um2=3420
export IMPL_port_buffers=11
export IMPL_finalMaxSlewViolations=0
export IMPL_cts_tree="yes"
export IMPL_slew_headroom=0.664
export IMPL_cp_end_kind="output port"
export IMPL_crit_family="buffers and inverters"
export IMPL_ys_seq_frac=0.458
export IMPL_ant_nets=0
export IMPL_gp_congestion=0.813
export IMPL_fin_skew_ns=0.000939
export IMPL_grt_overflow_total=0
export IMPL_p_leak_nw=0.240
export IMPL_cts_resized=0
export IMPL_post_cts_buffers=0
export IMPL_regToRegStartpoint="count[0]"
export IMPL_p_per_area_nw_per_um2=403
export IMPL_top_cell="dfxtp_1"
export IMPL_worst_hold_path_type="reg -> reg"
export IMPL_synth_area_yosys_um2=480
export IMPL_path_clk_slew_ns=0.06
export IMPL_fp_util=0.141
export IMPL_cap_violations=0
export IMPL_cts_buffers=3
export IMPL_finalSetupViolCount=0
export IMPL_crit_chain="clkdlybuf4s50_1"
export IMPL_dr_pass1_iters=4
export IMPL_flop_area_um2=220
export IMPL_fmax_mhz=568
export IMPL_hold_start="count[7]"
export IMPL_die_area_um2=6400
export IMPL_drt_iter0_drc=6
export IMPL_clock_latency_late_pin_ns=0.26
export IMPL_synthCells=51
export IMPL_synthesis_area_per_instance_um2=9.42
export IMPL_die_x_um=80
export IMPL_edf_count=0
export IMPL_post_place_ws_ns=1.16
export IMPL_area_growth_pct=39.6
export IMPL_grt_first_pass_wirelength_um=1730
export IMPL_clock_tree_htree_level_count=1
export IMPL_fin_ws_ns=0.938
export IMPL_worstMarginPinSlew_ns=0.500
export IMPL_grt_max_degree=12
export IMPL_ff_type="dfxtp_1"
export IMPL_status="completed"
export IMPL_critPathKind="reg -> out"
export IMPL_ctsHoldBuffers=0
export IMPL_fillers=376
export IMPL_netlist_area_leader_share=0.458
export IMPL_finalSetupTns_ns=0
export IMPL_topCellsByArea="dfxtp_1, a21oi_1, ha_1"
export IMPL_vias=413
export IMPL_slowest_stage="clkdlybuf4s50_1"
export IMPL_gr_usage_all_layers=0.0338
export IMPL_drc_errors=0
export IMPL_ir_drop_uv=209
export IMPL_chipHeight_um=80
export IMPL_cts_root_buf="clkbuf_4"
export IMPL_required_ns=2.16
-- power breakdown --
part	leakage, nW	total (mW)	internal (mW)	switching (mW)
sequential	0.0885	0.162	0.162	0
clock	0.0150	0.108	0.0572	0.0510
combinational	0.136	0.000000136	0	0
-- final cells by class --
type / instances / area share
sequential: 11 / 0.328
timing repair buffer: 11 / 0.164
clock buffer: 4 / 0.0392
inverter: 1 / 0.00560
multi-input combinational: 38 / 0.377
tap: 46 / 0.0858
-- placed cells by master, fill, tap and decap left out, types with 2 or more instances in the layout --
master,netlist,routed
clkbuf_4,0,3
and4_1,2,2
ha_1,2,2
or3_2,2,2
dfxtp_1,11,11
xor2_1,2,2
and2_1,2,2
o21ai_0,2,2
nand2_1,3,3
nand3_1,2,2
a21oi_1,8,8
clkdlybuf4s50_1,0,11
-- cell families after synthesis --
group,share of synthesized area
buf+inv,0.0156
compound gates,0.193
simple gates,0.227
xor+xnor,0.0547
flops,0.458
fa+ha+maj,0.0521
-- sequential cells by signal, indices dropped and copies added (netlist names) --
name	count
count	10
trig_v	1
-- stage by stage --
stage	hold WS, ns	utilization	std cells	power, mW	area (um^2)
6_report	0.509	0.196	111	0.270	671
5_1_grt	0.550	0.196	111	0.286	671
3_3_place_gp	0.498	0.189	107	0.166	644
3_5_place_dp	0.501	0.189	107	0.166	644
2_1_floorplan	0.460	-	51	0.166	480
4_1_cts	0.510	0.196	111	0.273	671
-- worst paths after layout --
check	to	slack, ns	depth (start not counted)
max	count[2]	0.94	1
min	count[7]	0.51	2
max reg2reg	count[5]	1.16	5
min reg2reg	count[7]	0.51	2
-- routing by layer --
metal	vias to the layer above	routed length, um	track usage
met2	19	332	0.0401
met5	-	0	0
met4	0	0	0.00176
li1	219	-	-
met1	175	602	0.0508
met3	0	123	0.0216
No activity file was given, so power comes from the tool's default toggle rates.
